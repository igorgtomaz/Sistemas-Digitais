<file path="flow/run.sh">
#!/bin/bash
# OpenROAD 26Q1-2900-gdf79404cd8, Yosys 0.63+post, stock flow scripts
make -C /OpenROAD-flow-scripts/flow DESIGN_CONFIG=/design/flow/config.mk WORK_HOME=/design/flow/orfs finish
</file>
<file path="flow/config.mk">
export PLATFORM = sky130hd
export DESIGN_NAME = piscarLedsVisiveis
export DESIGN_NICKNAME = piscarLedsVisiveis
export VERILOG_FILES = /design/flow/design.v
export SDC_FILE = /design/flow/constraint.sdc
export NUM_CORES = 4
export LEC_CHECK = 1
export CORE_AREA = 10 10 101 101
export DIE_AREA = 0 0 111 111
</file>
<file path="flow/design.v">
module piscarLedsVisiveis (
    input CLOCK_50,
    output [2:0]LEDG
  );
  reg [28:0] contador = 0;
  reg status = 0;
	assign LEDG[0] = 0;
  assign LEDG[1] = 1;
  assign LEDG[2] = status;
  always @ (posedge CLOCK_50)
    begin
      if(contador == 50000000)
		begin
			contador = 0;
				status <= ~status;
		end
		else
		begin
			contador <= contador + 1;
		end
    end
endmodule
</file>
<file path="flow/constraint.sdc">
current_design piscarLedsVisiveis

set clk_period 5.7
set clk_io_pct 0.2

create_clock -name clk0 -period $clk_period [get_ports {CLOCK_50}]

set non_clock_inputs [all_inputs -no_clocks]
set_input_delay [expr $clk_period * $clk_io_pct] -clock clk0 $non_clock_inputs
set_output_delay [expr $clk_period * $clk_io_pct] -clock clk0 [all_outputs]
</file>
==> impl_metrics.toml <==
# generated from flow reports
[worst_setup_path]
cp_num_buf_inv = 1
cp_data_required_time_ps = 4560
cpPeakStageDelay_ps = 460
criticalPathCategory = "register to primary output"
reg2reg_from = "contador[10]"
crit_family = "buffers and inverters"
worst_ep_arrival_time_ps = 1090
r2r_end = "status"
reg2reg_depth = 3
crit_chain = "clkdlybuf4s50_1"
start_kind = "register"
cp-end-kind = "primary output"
rrSetupSlack_ps = 3580
cp_slowest_cell = "clkdlybuf4s50_1"
worstPathMaxFanout = 2

[drt]
ant_nets = 0
drt_iter0_markers = 67
wl_per_cell_um = 9.74
antenna-diode-count = 0
wl_mm = 2.50
viasPerCell = 3.95
drc_errors = 0
via_count = 1016
first_pass_iters = 4

[die]
die_x_um = 111
fp_util_pct = 17.6
boundaryPins = 4
rows = 33
fp.dieH_um = 111
dieArea_um2 = 12300
coreArea_um2 = 8130

[global_routing]
overflow = 0
grtUsageTotal_pct = 4.11
grt_pass1_wl_mm = 4.49
antenna_found_initial = 0
grt_max_degree = 15
grt_pass1_vias = 980

[synthesis]
topCellsByArea = "dfxtp_1, xnor2_1, xor2_1, nand3_1, nor2_1"
ys_ff = 30
edf_count = 1
yosysSeqAreaShare_pct = 42.8
yosys_area_um2 = 1430
synth-async-reset-ratio_pct = 0
top_area_cell = "dfxtp_1"
syn_avg_cell_area_um2 = 9.58
syn_area_um2 = 1430
top_cell_area_share_pct = 40.7
synthCells = 149
synth.most_common_cell = "dfxtp_1"
ys.warnings.count = 1
ys_cells = 149
synth_cell_types = 40
ys.flop_type = "dfxtp_1"
yosys-top-cells-count = "dfxtp_1, nor2_1, xnor2_1"

[layout]
nFillCells = 863
comb_area_um2 = 749
syn_to_final_growth_pct = 12.9
regArea_um2 = 611
drive_gt1_share_pct = 10.5

[clocking]
cts_tree = "done"
postCtsHoldBufs = 0
clkSinkCount = 30
cts_resized = 0
cts-root-buf = "clkbuf_8"
cts-buffers-inserted = 5
clk_path_buf_depth = 2
path_clk_slew_ps = 60
h-tree-depth = 2
worstSkewPairLatency_ps = 280
cts_setup_buffers = 0

[min_path]
hold_end = "contador[28]"
min_path_cells = 1
hp-start = "contador[28]"
hp-class = "register to register"

[timing]
drv_slew = 0
setup_tns_ps = 0
clock_skew_ps = 7.75
slew_headroom_pct = 60.8
worst_pin_slew_ps = 588
rsz0062_at_grt = "no"
final.period_utilization_pct = 39.1
setup_viol_count_final = 0
finalHoldViolCount = 0
fmax_ghz = 0.449
period_minus_slack_ps = 2230

[run]
warnings = 26
cap_violations = 0

[place]
portBuffers = 1
dp_hpwl_mm = 1.82
gp_congestion = 0.827

[run_status]
status = "finished clean"

[power_and_ir_drop]
worst_ir_drop_vdd_v = 0.000115
power.total_uw = 383
power_density_nw_per_um2 = 238
power.leakage_uw = 0.000563
==> layout make-up <==
class / count / share of cell area, %
multi-input cells: 108 / 46.5
flip-flops and latches: 30 / 37.9
well taps: 105 / 8.15
clock buffers: 7 / 5.36
inverters: 5 / 1.16
repair buffers: 1 / 0.621
clock inverters: 1 / 0.311
==> routing by layer <==
layer	global-route usage (%)	part of all wire (%)	wire length (um)
met1	6.18	53	1320
met2	5.86	39	977
met3	0.657	4.1	103
met4	1.22	4.0	99
met5	0	0	0
==> worst max path at each step <==
stage,to,from,cells after the start
after CTS,LEDG[2],status,1
after global routing,contador[22],contador[0],7
final,LEDG[2],status,1
==> registers in the layout, indices dropped and copies added, names as in the netlist <==
name	cells
contador	29
status	1
==> cell usage in the layout (no fill, tap or decap), types with 2 or more instances in the layout <==
cell type	synthesis	layout
and2_1	2	2
and3_1	6	6
clkbuf_8	0	6
conb_1	2	2
dfxtp_1	29	29
ha_1	2	2
inv_1	4	4
nand2_1	7	7
nand3_1	13	13
nand4_1	7	7
nor2_1	14	14
nor2b_1	2	2
nor3_1	3	3
nor4b_1	3	3
o21ai_0	3	3
or4b_1	2	2
xnor2_1	14	14
xor2_1	9	9
==> power by group <==
part	leakage, uW	internal [uW]	switching (uW)	total (uW)
Sequential	0.000245	211	0	211
Clock	0.0000482	97.1	74.9	172
Combinational	0.000269	0	0.0694	0.0696
==> kinds of logic (layout without fill, tap and decap cells) <==
| group | after synthesis | count (layout) | synth area share (%) |
|---|---|---|---|
| AND/OR/NAND/NOR | 73 | 73 | 32.6 |
| flip-flops | 30 | 30 | 42.8 |
| XOR/XNOR | 23 | 23 | 14.1 |
| adder cells (fa/ha/maj) | 2 | 2 | 1.75 |
| other | 2 | 2 | 0.526 |
| AND-OR/OR-AND | 8 | 8 | 3.51 |
| buffers and inverters | 11 | 14 | 4.73 |
==> through the flow <==
step	hold slack (ps)	instances	utilization, %	setup slack, ps	area (um2)
2_1_floorplan	427	149	-	3880	1430
3_3_place_gp	448	249	18.7	3660	1520
3_5_place_dp	450	249	18.7	3600	1520
4_1_cts	463	257	19.8	3440	1610
5_1_grt	486	257	19.8	3400	1610
6_report	459	257	19.8	3470	1610
Power figures rest on the tool's default switching activity, not on a simulated workload.
